==> flow/design.v <==
interface XBAR_PERIPH_BUS #(
  parameter int ID_WIDTH = 2   
);
  logic                req;
  logic         [31:0] add;
  logic                wen;
  logic         [31:0] wdata;
  logic          [3:0] be;
  logic                gnt;
  logic [ID_WIDTH-1:0] id;
  logic                r_valid;
  logic                r_opc;
  logic [ID_WIDTH-1:0] r_id;
  logic         [31:0] r_rdata;
  modport Master (
    output req, add, wen, wdata, be, id,
    input  gnt, r_rdata, r_opc, r_id, r_valid
  );
  modport Slave (
    input  req, add, wen, wdata, be, id,
    output gnt, r_rdata, r_opc, r_id, r_valid
  );
endinterface
module spatz_bootrom #(
  parameter int unsigned DataWidth = 32,
  parameter int unsigned AddrWidth = 32
) (
  input  logic                  clk_i,
  input  logic                  req_i,
  input  logic [AddrWidth-1:0]  addr_i,
  output logic [DataWidth-1:0]  rdata_o
);
  localparam int RomSize = 4;
  localparam int AddrBits = RomSize > 1 ? $clog2(RomSize) : 1;
  const logic [RomSize-1:0][DataWidth-1:0] mem = {
    32'h00030067,
    32'h0002a303,
    32'h70c28293,
    32'h000012b7
  };
  logic [AddrBits-1:0] addr_q;
  always_ff @(posedge clk_i) begin
    if (req_i) begin
      addr_q <= addr_i[AddrBits-1+2:2];
    end
  end
  assign rdata_o = (addr_q < RomSize) ? mem[addr_q] : '0;
endmodule
==> flow/run.sh <==
#!/bin/bash
# OpenROAD 26Q1-2900-gdf79404cd8, Yosys 0.63+post, stock flow scripts
make -C /OpenROAD-flow-scripts/flow DESIGN_CONFIG=/design/flow/config.mk WORK_HOME=/design/flow/orfs finish
==> flow/config.mk <==
export PLATFORM = sky130hd
export DESIGN_NAME = spatz_bootrom
export DESIGN_NICKNAME = spatz_bootrom
export VERILOG_FILES = /design/flow/design.v
export SDC_FILE = /design/flow/constraint.sdc
export NUM_CORES = 4
export LEC_CHECK = 1
export CORE_AREA = 10 10 70 70
export DIE_AREA = 0 0 80 80
==> flow/constraint.sdc <==
current_design spatz_bootrom

set clk_period 1.4
set clk_io_pct 0.2

create_clock -name clk0 -period $clk_period [get_ports {clk_i}]

set non_clock_inputs [all_inputs -no_clocks]
set_input_delay [expr $clk_period * $clk_io_pct] -clock clk0 $non_clock_inputs
set_output_delay [expr $clk_period * $clk_io_pct] -clock clk0 [all_outputs]
==> impl_metrics.json <==
{
  "leakagePower_nw": 0.3369,
  "crit_path_cell_trace": "buf_6, ha_4, buf_6, buf_6, buf_6",
  "simple_gate_area_frac": 0,
  "compound_area_frac": 0,
  "syn_area_um2": 334.1,
  "ctsHoldBuffers": 0,
  "critical_path_class": "flop to output port",
  "antenna_cells": 0,
  "cts_sinks": 2,
  "yosysSeqAreaShare": 0.1798,
  "yosysCellCount": 38,
  "worstSetupStartpointType": "flop",
  "rsz0062_at_grt": "true",
  "finalCriticalPeriod_ps": 1573,
  "logic_family": "buffers and inverters",
  "top_regs": "addr_q x2",
  "synth_warnings": 1,
  "root_buffer": "clkbuf_4",
  "hold_viol": 0,
  "cts_buffer_depth": 2,
  "routedWlPerCell_um": 8.321,
  "mux_share": 0,
  "cts_tree": "yes",
  "grt_start_max_net_pins": 5,
  "numCtsBuffers": 3,
  "hold_path_depth": 1,
  "crit_top_cell": "buf_6",
  "top_register": "addr_q",
  "seqPwrFrac": 0.183,
  "fa_ha_area_frac": 0.2247,
  "initCoreUtil": 0.09780,
  "avgViaCountPerCell": 2.482,
  "ys_top_cells_by_area": "buf_4, ha_1, edfxtp_1",
  "total_switching_power_uw": 103.8,
  "fin_util": 0.2092,
  "drt_first_iter_violations": 0,
  "power.internal_uw": 313.2,
  "logic_area_um2": 206.4,
  "hold_end": "addr_q[1]",
  "slew_violations": 0,
  "fill_cells": 377,
  "final_cell_mix": "buf_6, conb_1, ha_4",
  "std_cell_rows": 21,
  "drt_wl_total_um": 932,
  "ir_drop_mv": 0.3901,
  "synthCells": 38,
  "dp_hpwl_um": 754.2,
  "io_pins": 66,
  "critPathMaxFanout": 4,
  "die_h_um": 80,
  "hold_path_class": "primary input to flop",
  "fmax_mhz": 635.7,
  "areaGrowthSynthToFinish_pct": 113.9,
  "drt_pass1_iterations": 1,
  "finalCritPeriodShare": 1.124,
  "critPathRequiredTime_ps": 1120,
  "h-tree-depth": 1,
  "die_w_um": 80,
  "combPwrFrac": 0.503,
  "swShare": 0.2489,
  "syn_avg_cell_area_um2": 8.791,
  "p_per_area_mw_per_mm2": 583.6,
  "violations": "setup timing",
  "worst_setup_path_end_kind": "output port",
  "slowest_stage": "edfxtp_1",
  "pre_cts_ws_ps": -201.4,
  "largest_reg_flops": 2,
  "mostFrequentLayoutCell": "buf_6",
  "yosys-stat-area_um2": 334.1,
  "finalSetupViolCount": 11,
  "setup_slack_ps": -173.0,
  "arrival_ps": 1290,
  "drive_gt1_frac": 0.6515,
  "regArea_um2": 60.06,
  "port_buffers": 20,
  "grt-ovfl-total": 0,
  "clk_pin_slew_ps": 30,
  "power_frac_clock": 0.313,
  "hp-start": "addr_i[3]",
  "drc_errors": 0,
  "synth.ff_latch_count": 2,
  "grt_pass1_wl_mm": 1.359,
  "antenna_left": 0,
  "die-area_mm2": 0.006400,
  "warnings": 62,
  "status": "finished with violations",
  "yosysUniqueCellTypes": 5,
  "via_count": 278,
  "synth.largest_area_cell": "buf_4",
  "xor_share": 0,
  "grt_pass1_vias": 316,
  "coreArea_mm2": 0.003416,
  "gp_congestion": 0.6401,
  "critPathMaxStageDelay_ps": 420,
  "max_cap_violations": 0,
  "track_usage": 0.02528,
  "top_cell_area_share": 0.5169,
  "antenna_found_initial": 0
}
-- stage by stage --
stage | TNS (ps) | hold WS [ps] | instance area, um^2 | instances | total power, mW
final | -1048 | 611.8 | 714.4 | 112 | 0.4170
after CTS | -1430 | 598.5 | 688.2 | 113 | 0.4128
after floorplan | 0 | 378.9 | 382.9 | 51 | 0.1434
after global placement | -1810 | 841.6 | 498.0 | 98 | 0.2098
after detailed placement | -1920 | 840.0 | 498.0 | 98 | 0.2104
after global routing | -1662 | 622.0 | 714.4 | 112 | 0.4563
-- metal layers --
layer | share of wire | global-route usage | vias to the layer above
met5 | 0 | 0 | -
met4 | 0.024 | 0.008803 | 0
met3 | 0.13 | 0.01477 | 3
met2 | 0.46 | 0.04334 | 24
met1 | 0.38 | 0.02470 | 121
li1 | - | - | 130
-- cells by family (layout without fill, tap and decap cells) --
family	count (synthesis)	in the layout
other cells	2	15
flops	2	2
fa+ha+maj	6	6
buf+inv	28	43
-- how the worst max path moves through the flow --
stage / to / depth (start not counted) / slack [ps] / startpoint
CTS: rdata_o[28] / 5 / -200 / addr_q[0]
global route: rdata_o[23] / 5 / -220 / addr_q[0]
finish: rdata_o[28] / 5 / -170 / addr_q[0]
-- final cells by class --
| cell class | instances | area share |
|---|---|---|
| repair buffers | 35 | 0.4886 |
| multi-input cells | 21 | 0.2890 |
| flip-flops and latches | 2 | 0.08406 |
| well taps | 46 | 0.08056 |
| clock buffers | 3 | 0.03152 |
| inverters | 5 | 0.02627 |
-- timing repair --
action | 4_1_cts | 5_1_grt
pin swaps | 5 | 2
buffers inserted | 12 | 0
setup endpoints to repair | 17 | 17
resized | 77 | 11
-- cell usage after synthesis --
library cell and instances:
edfxtp_1 2, ha_1 6, buf_4 23, conb_1 2
inv_1 5
-- worst max-delay path: cells and delay by family, from the launching register on --
family | cells | cell delay, ps
buffers and inverters | 4 | 490
adder cells (fa/ha/maj) | 1 | 160
flip-flops | 1 | 420
-- power groups by stage --
stage / Combinational [mW] / Sequential, mW / Clock [mW]
global route: 0.230 / 0.0771 / 0.149
CTS: 0.194 / 0.0767 / 0.142
finish: 0.210 / 0.0765 / 0.131
Power is estimated from default activity; no workload was simulated.
